**/design/flow/run.sh**
```bash
#!/bin/bash
# OpenROAD 26Q1-2900-gdf79404cd8, Yosys 0.63+post, stock flow scripts
make -C /OpenROAD-flow-scripts/flow DESIGN_CONFIG=/design/flow/config.mk WORK_HOME=/design/flow/orfs finish
```
**/design/flow/config.mk**
```make
export PLATFORM = sky130hd
export DESIGN_NAME = RegFile
export DESIGN_NICKNAME = RegFile
export VERILOG_FILES = /design/flow/design.v
export SDC_FILE = /design/flow/constraint.sdc
export NUM_CORES = 4
export LEC_CHECK = 1
export CORE_UTILIZATION = 50
```
**/design/flow/constraint.sdc**
```tcl
current_design RegFile

set clk_period 11.2
set clk_io_pct 0.2

create_clock -name clk0 -period $clk_period [get_ports {clk}]

set non_clock_inputs [all_inputs -no_clocks]
set_input_delay [expr $clk_period * $clk_io_pct] -clock clk0 $non_clock_inputs
set_output_delay [expr $clk_period * $clk_io_pct] -clock clk0 [all_outputs]
```
**/design/flow/design.v**
```verilog
module RegFile(instruction_in, WBInstruction, DataOut, clk, A, B, wdata, instruction_out);
input wire [31:0] instruction_in;
input wire [31:0] WBInstruction;
input wire [31:0] DataOut;
input clk;
output reg [31:0] A;
output reg [31:0] B;
output reg [31:0] wdata;
output reg [31:0] instruction_out;
reg RegWrite;
reg [4:0] ws;
reg [31:0] regFile[31:0];
wire [5:0] op;
wire [5:0] WBop, func;
integer immOrNot;
integer i;
parameter add   = 6'b100000;
parameter addi  = 6'b001000;
parameter addu  = 6'b100001;
parameter sub   = 6'b100010;
parameter subu  = 6'b100011;
parameter mult  = 6'b011000;
parameter multu = 6'b011001;
parameter div   = 6'b011010;
parameter divu  = 6'b011011;
parameter xxor  = 6'b100110;
parameter mfhi  = 6'b010000;
parameter mflo  = 6'b010010;
parameter sll   = 6'b000000;
parameter lw    = 6'b100011;
parameter sw    = 6'b101011;
parameter lui   = 6'b001111;
parameter beq   = 6'b000100;
parameter bne   = 6'b000101;
parameter j     = 6'b000010;
assign op = instruction_in[31:26];
assign WBop = WBInstruction[31:26];
assign func = WBInstruction[5:0];
initial begin
	for (i = 0; i < 32; i = i + 1)
		begin
			regFile[i] = 0;
		end
end
always @(posedge clk)
begin   
    instruction_out = instruction_in;
    case (WBop) 
        6'b000000:
            case (func)         
                add, addu, sub, subu, xxor: 
                    begin
                        RegWrite = 1;
                        ws = WBInstruction[15:11];
                    end
            endcase
        lw, lui, addi:
            begin
                RegWrite = 1;
                ws = WBInstruction[20:16];
            end
        default:
            RegWrite = 0;
    endcase
    if (RegWrite == 1) 
        begin
            regFile[ws] = DataOut;
        end
    case (op)
        addi, lui, lw, sw:
           immOrNot = 1;
       default:
           immOrNot = 0;
    endcase
    if (immOrNot == 0) 
        begin
            A = regFile[instruction_in[25:21]];
            B = regFile[instruction_in[20:16]];            
        end
    else 
        begin
            A = regFile[instruction_in[25:21]];
            B = {{16{instruction_in[15]}}, instruction_in[15:0]};
        end
    wdata = regFile[instruction_in[20:16]];
end
endmodule
```
==> Slide: Implementation Results <==
Implementation Results

Clock network
  • Insertion Delay late pin: just under 0.8 ns
  • H-tree level count: 4
  • Reg clk slew, reported paths: 0.06 ns
  • Total clock sinks: 1158
  • Setup Buffers After CTS: 0
  • # resized after CTS: 0
  • Cts bufs inserted: 132
  • Root Driver: clkbuf_16
  • Cts hold-fix bufs: 0
  • CTS tree: built
  • Maximum clock path buffer count: 3

Logic synthesis
  • Distinct lib cells: roughly 84
  • Yosys warning count: 2
  • Register area share after synthesis: 0.410
  • Synth cell count leaders: dfxtp_1 (1158), nand2_1 (906), mux2i_1 (566)
  • Synth Cell Area: 56500 µm²
  • Dominant register cell: dfxtp_1
  • EDFF count, synth: 0
  • Ys cells: 6203
  • Post-synth top area cell: dfxtp_1
  • Synthesis area per yosys: ~57000 µm²
  • Asr flop ratio synth: 0
  • Synthesized registers: 1158
  • Top cells by area: dfxtp_1 (41%), mux2_2 (11%), mux2i_1 (10%)
  • Mapped Avg Cell Area: around 9.1 µm²
  • Yosys top cell by instances: dfxtp_1
  • Max-area cell share: 0.410
  • Cells after synthesis: approximately 6200

Placement
  • Post-DP HPWL: around 190000 µm
  • I/O Buffers: 214
  • Place WS: 2.61 ns
  • Dpl cell area: slightly above 60000 µm²
  • Gpl congestion: approximately 1.1

Critical path
  • Critical Path AT: between 9 and 10 ns
  • Crit end category: flop
  • CP Launch Type: input pin
  • Crit path kind: input pin to flop
  • Worst Path Max Fanout: 24
  • Worst EP required: between 10 and 15 ns

Power and ir drop
  • Pwr dens: ~170 nW/µm²
  • Clock power frac: 0.409
  • P_int: approximately 0.0077 W
  • Net Sw Frac: 0.293
  • Combinational power share: 0.156
  • Leak Pwr: just under 30 nW
  • Psw: ~0.0032 W
  • Worst vdd ir: 154 µV
  • Total power: ~0.011 W
  • Register share of total power: 0.435

GRT
  • Remaining Overflow, GRT: 0
  • Largest net degree at the start of global routing: between 50 and 60
  • Vias in the first global route: 51400
  • First-pass GRT wire length: 413000 µm
  • Gr usage total: 0.541
  • Initial antenna violation count: 22

Die
  • Ports: roughly 230
  • Core footprint: roughly 110000 µm²
  • Core Rows: between 100 and 150
  • Initial Util: 0.507
  • Die Wd: 338 µm
  • Chip area: 114000 µm²
  • Chip Height: 338 µm

Cells and area
  • Fin area: roughly 65000 µm²
  • Synthesis-to-finish area growth: 15.5%
  • Layout cells sized above 1: 0.194

Timing
  • # setup viols final: 0
  • Worst-margin pin slew: approximately 1.5 ns
  • Fmax: around 0.12 GHz
  • Final Hold Vio Count: 0
  • Final min period: around 8.7 ns
  • Final setup TNS: 0 ns
  • Pins Over Slew Limit: 2
  • Fin Clk Skew: about 0.028 ns
  • Post-layout period usage: 0.775
  • Max_slew headroom: -0.00120
  • RSZ-0062 raised after global routing: false
  • Final worst slack: around 2.5 ns

Routing
  • Pre-Repair DR Iteration Count: 8
  • Final ANT Viol Nets: 0
  • Met1 Routed Length: ~100000 µm
  • Via-to-Cell Ratio: between 7 and 8
  • WL final: 304000 µm
  • DRC Markers: 0
  • Vias: ~56000
  • Met2 wire length: ~120000 µm
  • Wire length on met3: between 50000 and 60000 µm
  • 1st-iter DRT viols: a little over 7000
  • Routed WL per cell: 38.6 µm
  • Max Used Layer: met5

Worst hold path
  • Hold WC Path Type: flop to flop

Job
  • Number of max-cap violations: 1
  • Log Warnings: 36

Run status
  • Violated checks: max-capacitance violations, max-slew violations
  • Outcome: complete, but fails checks
routing by layer:
| layer | up-vias | GRT usage |
|---|---|---|
| li1 | 22900 | - |
| met1 | 26600 | 0.640 |
| met2 | 4842 | 0.698 |
| met3 | 1592 | 0.313 |
| met4 | 34 | 0.464 |
| met5 | - | 0.00583 |
cell type report:
type / instances / area (µm²)
Timing Repair Buffer: 528 / 4440
Clock inverter: 33 / 423
Clock buffer: 199 / 3910
Inverter: 479 / 1800
Tap cell: 1488 / 1860
Sequential cell: 1158 / 23200
Antenna cell: 21 / 52.6
Fill cell: 9599 / 46100
Multi-Input combinational cell: 3971 / 29600
path summary, 6_finish.rpt:
kind / to / slack [ns] / startpoint / cells past startpoint
worst min register to register: regFile[18][29] / 0.47 / regFile[18][29] / 2
worst max register to register: B[8] / 5.37 / ws[4] / 10
worst max-delay path: A[0] / 2.52 / WBInstruction[26] / 13
worst min-delay path: regFile[18][29] / 0.47 / regFile[18][29] / 2
state kept, by name (all words and copies together), names as in the netlist:
| signal | flops |
|---|---|
| A | 32 |
| instruction_out | 32 |
| B | 32 |
| RegWrite | 1 |
| wdata | 32 |
| regFile | 1024 |
| ws | 5 |
power by group through the flow:
stage,combinational [W],clock [W],sequential [W]
CTS,0.00158,0.00442,0.00472
global route,0.00172,0.00458,0.00477
finish,0.00170,0.00444,0.00472
critical path: stages:
cell and delay (ns):
clkdlybuf4s50_1 0.58, nor4_4 0.53, o2111ai_4 0.52, o221ai_2 0.78
o211ai_4 0.44, or4_2 0.83, buf_4 0.31, buf_4 0.35
mux2i_1 0.90, o2bb2ai_1 0.10, a221oi_1 0.25, nand4_1 0.79
o22a_1 0.57
metrics by stage:
step	instances	utilization	hold slack (ns)
finish	7877	0.586	0.468
global route	7856	0.585	0.484
CTS	7856	0.585	0.467
detailed placement	7624	0.547	0.454
global placement	7624	0.547	0.445
floorplan	6203	-	0.430
logic make-up after synthesis:
family / Yosys count / share of synthesized area
buffers and inverters: 1074 / 0.0744
multiplexers: 1110 / 0.209
AND-OR/OR-AND: 1247 / 0.173
AND/OR/NAND/NOR: 1614 / 0.134
flip-flops: 1158 / 0.410
cells in the final DEF (no fill, tap or decap), types with 23 or more instances in the layout:
master / netlist / routed
a2111o_1: 29 / 29
a2111oi_0: 26 / 23
a21oi_1: 47 / 45
a221o_1: 42 / 42
a221oi_1: 104 / 104
a222oi_1: 26 / 26
a22o_1: 79 / 78
a22oi_1: 48 / 48
a31oi_1: 214 / 214
and2_1: 23 / 23
buf_4: 17 / 311
clkbuf_1: 450 / 38
clkbuf_16: 0 / 138
clkbuf_8: 0 / 23
clkdlybuf4s50_1: 0 / 194
dfxtp_1: 1158 / 1158
inv_1: 477 / 477
mux2_2: 540 / 540
mux2i_1: 566 / 565
nand2_1: 906 / 897
nand3_1: 46 / 40
nand4_1: 64 / 64
nor2_1: 155 / 94
nor2_2: 0 / 38
nor2_4: 0 / 23
nor3_1: 70 / 68
nor4_1: 218 / 212
o2111ai_1: 81 / 81
o21ai_0: 47 / 46
o221ai_1: 39 / 37
o22a_1: 33 / 33
o22ai_1: 203 / 203
o2bb2ai_1: 94 / 94
Power and IR drop assume default switching activity.
