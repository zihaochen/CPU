`flow/run.sh`:
```
#!/bin/bash
# OpenROAD 26Q1-2900-gdf79404cd8, Yosys 0.63+post, stock flow scripts
make -C /OpenROAD-flow-scripts/flow DESIGN_CONFIG=/design/flow/config.mk WORK_HOME=/design/flow/orfs finish
```
`flow/config.mk`:
```
export PLATFORM = sky130hd
export DESIGN_NAME = branch_predictor
export DESIGN_NICKNAME = branch_predictor
export VERILOG_FILES = /design/flow/design.v
export SDC_FILE = /design/flow/constraint.sdc
export NUM_CORES = 4
export LEC_CHECK = 1
export CORE_UTILIZATION = 30
```
`flow/constraint.sdc`:
```
current_design branch_predictor

set clk_period 43.4
set clk_io_pct 0.2

create_clock -name clk0 -period $clk_period

set non_clock_inputs [all_inputs -no_clocks]
set_input_delay [expr $clk_period * $clk_io_pct] -clock clk0 $non_clock_inputs
set_output_delay [expr $clk_period * $clk_io_pct] -clock clk0 [all_outputs]
```
`flow/design.v`:
```
module branch_predictor(predict_pc, predict_instruction, modify_instruction, modify_pc, true_taken, clk, predict_taken, branch_pc);
input wire [31:0] predict_pc, predict_instruction, modify_pc, modify_instruction;
input wire true_taken;
input wire clk;
output reg predict_taken;
output reg [31:0] branch_pc;
reg bhr_old, bhr_new;  
reg [255:0] pht [3:0];  
parameter beq = 6'b000100;
parameter bne = 6'b000101;
parameter k = 8;  
integer index;
integer selection;
integer i;
reg [1:0] tmp;
initial 
begin
	for (i = 0; i < 4; i = i + 1) 
		pht[i] <= {128{2'b01}};
	bhr_old <= 0;
	bhr_new <= 0;
end
always @(predict_instruction or modify_instruction or modify_pc or true_taken)
begin
	if (modify_instruction[31:26] == bne || modify_instruction[31:26] == beq)
	begin
		index = modify_pc[9:2];
		selection = {bhr_old , bhr_new};
		case ({pht[selection][index * 2], pht[selection][index * 2 + 1]}) 
			2'b11:
			begin
				if (true_taken == 1) tmp = 2'b11;
				if (true_taken == 0) tmp = 2'b10;
			end
			2'b10:
			begin
				if (true_taken == 1) tmp = 2'b11;
				if (true_taken == 0) tmp = 2'b00;
			end
			2'b01:
			begin
				if (true_taken == 1) tmp = 2'b11;
				if (true_taken == 0) tmp = 2'b00;
			end
			2'b00:
			begin
				if (true_taken == 1) tmp = 2'b01;
				if (true_taken == 0) tmp = 2'b00;
			end
		endcase
		{pht[selection][index * 2], pht[selection][index * 2 + 1]} = tmp;
		bhr_old = bhr_new;
		bhr_new = true_taken;
	end
	if (predict_instruction[31:26] == beq || predict_instruction[31:26] == bne)
	begin	
		index = predict_pc[9:2];
		selection = {bhr_old , bhr_new};
		case ({pht[selection][index * 2], pht[selection][index * 2 + 1]})
			2'b11:
				predict_taken = 1;
			2'b10:
				predict_taken = 1;
			2'b01:
				predict_taken = 0;
			2'b00:
				predict_taken = 0;
		endcase
		branch_pc = {predict_pc[31:2] + {{14{predict_instruction[15]}}, predict_instruction[15:0]}, 2'b00} + 4;
	end
	else
	begin
	  predict_taken = 0;
	  branch_pc = 32'b0;
	end
end
endmodule
```
==> run notes <==
yosys + openroad results -> initial DRC count 5,769, upper clock frequency limit 36.20 MHz, Critical Path AT 18,940 ps, Setup WS pre-CTS 16,450 ps, Slew headroom 0.1811, Top-area cell share 0.3034, number of enable flip-flop cells 0, layout cells sized above 1 0.1329, endpoint class of the critical path primary output, router iterations before antenna repair 8, Startpoint Class input port, ys cells 6,783, dpl hpwl 149.4 mm, most used cell, CP buf_4, post-synthesis adder-cell area fraction 0.008283, slowest CP cell o41ai_1, endpoints left unconstrained 1,026, # port buffers 96, Die W 413.3 microns, Vias/cell 6.145, grt ovf 0, synthesized flop and latch total 1,026, final setup fails 0, cell taking the most area after synthesis dlxtn_1, ANT nets after route 0, Leak 19.47 nW, WP data required 34,720 ps, Post-CTS Setup Inserts 0, Gate Area 31,850 sq um, DRC violations left 0, metal2 WL 91.14 mm, simple-gate portion of the synthesized area 0.2403, power density over the cells 6.563 nW/um^2, Via Count 52,910, ys async rst share 0, Post-Route M1 WL 84.63 mm, post-cts sizing count 0, Worst VDD drop 0.01343 mV, Die Span Y 413.3 microns, Worst Tran Pin Value 1217 ps, Yosys chip area 50,760 sq um, num rows 150, critical path's largest stage delay 930 ps, GRT Overall Usage 0.2608, Setup TNS Final 0 ps, Hold-fix buffers, CTS 0, Netlist cell types 111, full die area 170,800 sq um, RSZ-0062 raised after global routing false, critical path type in2out, syn avg cell area 7.483 sq um, comb area leader simple AND/OR/NAND/NOR gates, final worst slack 15,780 ps, sw frac 0.7634, most common cell after layout, fill and taps aside nand2_1, final max-slew violation count 0, initial antenna violation count 12, Worst Hold Class in2out, Mapped Cells 6,783, pin count of the biggest net entering global routing 119, area fraction in compound gates 0.2184, wire per inst 25.95 microns, max_cap viols 0, Tmin final 27,620 ps, synthesis-to-layout area growth 5.187%, Pre-Place Util 0.3029, outcome finished clean, synthesized area 50,760 sq um, warnings from Yosys 2,580, Switch Pwr 0.0002675 W, WP buf/inv 7, highest metal used met5, top_reg_cell synth dlxtn_1, Hold Vio Cnt, Final 0, Synth area leaders dlxtn_1 30%, nand2_1 10%, o21ai_0 8.0%, most frequent logic cells in the routed design 1,361 x nand2_1, 1,024 x dlxtn_1, 810 x o21ai_0, 329 x mux2_2, 284 x a221oi_1, final wirelength 223.4 mm, Tool Warnings 101, Reg area 15,410 sq um, Post-synth mux share 0.1488, Core Area 167,600 sq um, delay-heaviest family, CP AND-OR/OR-AND gates, internal power 0.00008289 W, register pins left without a clock 1,026, gpl congestion 1.030, global-route wire length before repair 324.1 mm, Top Ports 163, period utilization 0.6365, vias in the first global route 47,770, xor+xnor area frac 0.005349, filler cell count 17,400, met3 wire length 31.67 mm, critical path fanouts, max 51
## metrics by stage
stage / util / std cells / power [W] / hold slack (ps) / cell area, sq um
finish: 0.3186 / 8609 / 0.0003504 / 18340 / 53390
global route: 0.3185 / 8605 / 0.0003541 / 18420 / 53380
global placement: 0.3185 / 8605 / 0.0003317 / 18350 / 53380
floorplan: - / 6784 / 0.0001983 / 17490 / 50760
CTS: 0.3185 / 8605 / 0.0003329 / 18360 / 53380
detailed placement: 0.3185 / 8605 / 0.0003320 / 18350 / 53380
## power groups by stage
stage                 logic [W]  clock network (W)  registers, W
after CTS              0.000325                  0    0.00000817
after global routing   0.000346                  0    0.00000849
## path summary, 6_finish.rpt
kind           from  depth (start not counted)             to  slack, ps
min   predict_pc[4]                          6   branch_pc[4]      18340
max    modify_pc[3]                         28  predict_taken      15780
## cells by family after synthesis
family / count (synthesis)
XOR/XNOR: 31
AND-OR/OR-AND: 1739
adder cells (fa/ha/maj): 33
AND/OR/NAND/NOR: 2509
multiplexers: 568
other: 1
buffers and inverters: 876
latches: 1026
## state kept, by name, indices dropped and copies added (netlist names)
register  count
bhr_new       1
pht        1024
bhr_old       1
## final cells by class
class                      count  area share
antenna                        4   0.0001875
inverter                     158     0.01125
sequential                  1026      0.2887
multi-input combinational   4882      0.5965
timing repair buffer         335     0.05172
tap                         2204     0.05165
## synth_stat cells (12+ instances only)
cell and number:
mux2i_1 120, mux2_2 330, nand3_1 280, nor4_4 13
or2_2 20, a21o_1 30, nor3_1 95, nor3_2 12
inv_1 154, a21oi_1 174, clkbuf_1 337, nand2b_1 18
a221oi_1 284, buf_2 191, dlxtn_1 1026, buf_6 15
o31ai_1 41, o21a_1 15, nand4_1 281, o21ai_1 38
buf_1 127, or4_1 12, a221o_1 18, nand2_1 1361
xor2_1 20, o221ai_1 18, o21ai_0 810, buf_4 48
o211ai_1 30, and2_1 16, a211oi_1 38, a31oi_1 62
mux4_2 115, ha_1 32, a311oi_1 22, nor4_1 89
nor2_1 177, a2111oi_0 18, o22ai_1 18
## routing by layer
| layer | up-vias | GRT usage |
|---|---|---|
| li1 | 24090 | - |
| met1 | 24890 | 0.3360 |
| met2 | 3147 | 0.3686 |
| met3 | 760 | 0.1130 |
| met4 | 20 | 0.1415 |
| met5 | - | 0.0008479 |
Power figures rest on the tool's default switching activity, not on a simulated workload.
